--- flow/run.sh ---
#!/bin/bash
# OpenROAD 26Q1-2900-gdf79404cd8, Yosys 0.63+post, stock flow scripts
make -C /OpenROAD-flow-scripts/flow DESIGN_CONFIG=/design/flow/config.mk WORK_HOME=/design/flow/orfs finish
--- flow/config.mk ---
export PLATFORM = sky130hd
export DESIGN_NAME = Leading_Zeros
export DESIGN_NICKNAME = Leading_Zeros
export VERILOG_FILES = /design/flow/design.v
export SDC_FILE = /design/flow/constraint.sdc
export NUM_CORES = 4
export LEC_CHECK = 1
export CORE_UTILIZATION = 40
--- flow/constraint.sdc ---
current_design Leading_Zeros

set clk_period 9.0
set clk_io_pct 0.2

create_clock -name clk0 -period $clk_period

set non_clock_inputs [all_inputs -no_clocks]
set_input_delay [expr $clk_period * $clk_io_pct] -clock clk0 $non_clock_inputs
set_output_delay [expr $clk_period * $clk_io_pct] -clock clk0 [all_outputs]
--- flow/design.v ---
`timescale 1ns / 1ps
`default_nettype none
module Leading_Zeros(
    input  wire [7:0]  E1,
    input  wire [7:0]  E2,
    input  wire [27:0] M1,
    input  wire [27:0] M2,
    output reg  [7:0]  E1_new,
    output reg  [7:0]  E2_new,
    output reg  [27:0] M1_new,
    output reg  [27:0] M2_new
    );
integer count1;
integer count2;
always@(*)
 begin
   casex(M1)
	28'b0000_0000_0000_0000_0000_0000_XXXX: count1 = 6;
	28'b0000_0000_0000_0000_0000_XXXX_XXXX: count1 = 5;
   28'b0000_0000_0000_0000_XXXX_XXXX_XXXX: count1 = 4;
   28'b0000_0000_0000_XXXX_XXXX_XXXX_XXXX: count1 = 3;
   28'b0000_0000_XXXX_XXXX_XXXX_XXXX_XXXX: count1 = 2;	
	28'b0000_XXXX_XXXX_XXXX_XXXX_XXXX_XXXX: count1 = 1;
	default                               : count1 = 0;
	endcase
 end
always@(*) 
 begin
   if (E1 >= count1)
	  begin
	    M1_new = M1<<count1*4;
		 E1_new = E1 - count1;
	  end
	else
	 begin
	   M1_new = M1<<E1*4;
	   E1_new = 7'b0;
	 end
 end
 always@(*)
 begin
   casex(M2)
	28'b0000_0000_0000_0000_0000_0000_XXXX: count2 = 6;
	28'b0000_0000_0000_0000_0000_XXXX_XXXX: count2 = 5;
   28'b0000_0000_0000_0000_XXXX_XXXX_XXXX: count2 = 4;
   28'b0000_0000_0000_XXXX_XXXX_XXXX_XXXX: count2 = 3;
   28'b0000_0000_XXXX_XXXX_XXXX_XXXX_XXXX: count2 = 2;	
	28'b0000_XXXX_XXXX_XXXX_XXXX_XXXX_XXXX: count2 = 1;
	default                               : count2 = 0;
	endcase
 end
always@(*) 
 begin
   if (E2 >= count2)
	  begin
	    M2_new = M2<<count2*4;
		 E2_new = E2 - count2;
	  end
	else
	 begin
	   M2_new = M2<<E2*4;
	   E2_new = 7'b0;
	 end
 end
endmodule
`resetall
==> summary.txt <==
fresh numbers from the pnr run: pin count of the biggest net entering global routing=31, vias in the first global route=2591, Die H=73.4 um, cell row count=25, Peak VDD IR=0.0224 mV, core area=4820 sq um, yosys warns=1, aoi share=30.2%, minimum clock period=8570 ps, tool warnings=33, Hold Vio Cnt, Final=0, clk_buf instances=0, Clock Power Share=0%, Power Internal=92.4 uW, Area leader share=16.7%, routed vias=2856, die area=5390 sq um, Flops=0, DRC errors left=0, combinational power share=100.0%, Net Sw Frac=35.0%, top cells by area=mux2i_1 17%, nor2_1 8.7%, mux2_2 5.5%, a21o_1 4.8%, a2bb2oi_1 3.9%, Placement Cell Area=3530 sq um, Distinct cells, synth=45, GR Util met1=39.1%, Max Fclk=117 MHz, Pins Over Slew Limit=0, met2 Resource Use GR=47.1%, Placed Instances=497, GR Util met3=1.94%, Iter 0 DRT Violations=201, Tightest Pin Transition=866 ps, Yosys chip area=2040 sq um, Routed Antenna Nets=0, Register Area=0 sq um, Setup TNS Final=0 ps, synthesized area=2040 sq um, MaxCap Viol Count=0, die x size=73.4 um, initial antenna violation count=0, diodes inserted=0, routability cong.=0.981, WP data arrival=6770 ps, Top logic family=AND-OR/OR-AND gates, Avg Inst Size Synth=6.89 sq um, and+or+nand+nor area frac=30.0%, layout cells sized above 1=6.51%, Post-Syn Instances=296, HPWL after DPL=6250 um, cells in synth_stat.txt=296, MUX area fraction=22.2%, Area Overhead vs Synth=73.0%, sequential area share after synthesis=0%, final cell count without fillers=497, DR WL/cell=15.4 um, cts hold-fix bufs=0, Pwr per Cell Area=40.3 nW/um^2, drt via density=5.75, gr ovfl total=0, postcts setup bufs=0, part of the power in registers=0%, pre-CTS WS=492 ps, all-layer global routing usage=27.5%, Final Cycle Share=95.2%, highest fanout seen on the critical path=16, Final Power=142 uW, Synth Area in XOR/XNOR=4.29%, Post-CTS Resized=0, critical path launch point type=primary input, Port Buffers=144, Routed WL=7640 um, GR peak layer=met2, drt pass-1 iters=6, Critical Path RT=7200 ps, Worst Hold Class=primary input to primary output, area share of fa/ha/maj cells after synthesis=5.64%, status=finished clean, Synth area leader=mux2i_1, Slew HR=41.8%, type of the worst setup path=primary input to primary output, RSZ-0062 raised after global routing=no, Leak=0.00132 uW, final worst slack=430 ps, Initial Util=42.3%, P_sw=49.7 uW, I/O pins=144, Setup-failing EPs final=0, Final Instance Area=3530 sq um, first-pass GRT wire length=11800 um, CP Capture Type=primary output
-- final timing paths --
check / to / from / cells past startpoint / slack, ps
min: M2_new[0] / M2[0] / 4 / 4590
max: M1_new[24] / M1[5] / 14 / 430
-- cells in the final DEF (no fill, tap or decap), types with 3 or more instances in the layout --
cell and n:
o21a_1 3, o21ai_0 13, nand3_1 3, a2bb2oi_1 9, nor2_1 47, xor2_1 4
clkdlybuf4s50_1 144, nor3_1 12, o22ai_1 8, ha_1 6, nand2b_1 3, or4_1 9
buf_4 6, mux2_2 10, a211o_1 4, or2_2 3, nor2b_1 9, a21o_1 13
o221ai_1 4, mux2i_1 34, inv_1 15, a221oi_1 6, nor4_1 9, a211oi_1 6
a21oi_1 7, nand2_1 15, xnor2_1 6
-- critical path, stage by stage --
cell,delay [ps]
clkdlybuf4s50_1,480
or4_1,550
a211oi_1,510
nor2_1,110
ha_1,230
fa_1,380
nor2b_1,370
nor4_4,200
o31ai_4,700
buf_4,370
mux2i_1,330
a2bb2oi_1,220
o21ai_0,90
clkdlybuf4s50_1,420
-- logic make-up (layout without fill, tap and decap cells) --
family          Yosys count  after routing
compound gates           84             84
xor+xnor                 10             10
fa+ha+maj                 8              8
buf+inv                  31            165
mux                      44             44
simple gates            119            119
-- final cells by class --
class	instances	area [sq um]
fillers	378	1290
inverters	15	56.3
multi-input cells	265	1900
well taps	67	83.8
repair buffers	150	1490
-- through the flow --
| stage | util [%] | hold slack [ps] |
|---|---|---|
| global route | 73.2 | 4640 |
| detailed placement | 73.2 | 4590 |
| floorplan | - | 3660 |
| global placement | 73.2 | 4600 |
| finish | 73.2 | 4590 |
| CTS | 73.2 | 4590 |
-- synth_stat cells, types with 2 or more instances --
library cell,number
inv_1,15
buf_4,4
nor3_1,12
nor2b_1,9
a21oi_1,7
xor2_1,4
xnor2_1,6
buf_2,7
nand2_1,15
clkbuf_1,3
a211oi_1,6
o21ai_2,2
a22oi_1,2
mux2_2,10
nor4_1,9
fa_1,2
a2bb2oi_1,9
buf_6,2
a21o_1,13
or2_2,3
a221oi_1,6
nand3_1,3
o21a_1,3
mux2i_1,34
o21ai_0,14
o221ai_1,4
nand2b_1,3
a211o_1,4
o31ai_2,2
and2_1,2
ha_1,6
or4_1,9
o22ai_1,8
nor2_1,47
-- routing by layer --
metal | vias to the layer above | wire, um
met3 | 16 | 703
met1 | 1278 | 3400
met4 | 0 | 97
met2 | 172 | 3440
li1 | 1390 | -
met5 | - | 0
-- power by group through the flow --
stage / Clock [uW] / Sequential [uW] / Combinational, uW
4_1_cts: 0 / 0 / 142
5_1_grt: 0 / 0 / 154
6_report: 0 / 0 / 142
No activity file was given, so power comes from the tool's default toggle rates.
